==> design/flow/design.v <==
`timescale 1ns / 1ps
module VGA_Display_Example(i_clk, o_vga_rgb, o_vga_hsync, o_vga_vsync);
	input wire i_clk;  
	output wire[7:0] o_vga_rgb;  
	output wire o_vga_hsync;
	output wire o_vga_vsync;
	wire clk_100;  
	wire active_draw;  
	wire reset = 0;  
	reg vga_pix_draw;  
	reg[15:0] vga_clk_counter;  
	always @(posedge clk_100) begin
		{vga_pix_draw, vga_clk_counter} <= vga_clk_counter + 16'h6666;  
	end
	wire[10:0] pix_x;
	wire[10:0] pix_y;
	assign o_vga_rgb[0] = active_draw ? (pix_x<100) : 0;
	assign o_vga_rgb[1] = active_draw ? (pix_x<200) : 0;
	assign o_vga_rgb[2] = active_draw ? (pix_x<300) : 0;
	assign o_vga_rgb[3] = active_draw ? (pix_x>=300 & pix_x<400) : 0;
	assign o_vga_rgb[4] = active_draw ? (pix_x>=300 & pix_x<500) : 0;
	assign o_vga_rgb[5] = active_draw ? (pix_x>=300 & pix_x<600) : 0;
	assign o_vga_rgb[6] = active_draw ? (pix_x>=600 & pix_x<700) : 0;
	assign o_vga_rgb[7] = active_draw ? (pix_x>=600 & pix_x<800) : 0;
	VGA_Display_Driver display (
		.i_clk(clk_100),
		.i_pix_draw(vga_pix_draw),
		.o_active_draw(active_draw),
		.o_pix_x(pix_x),
		.o_pix_y(pix_y),
		.o_hsync(o_vga_hsync),
		.o_vsync(o_vga_vsync)
		);
	dcm_100 dcm_100Mhz_clock (
		 .CLKIN_IN(i_clk), 
		 .RST_IN(reset), 
		 .CLKFX_OUT(clk_100), 
		 .CLKIN_IBUFG_OUT(), 
		 .CLK0_OUT()
		 );
endmodule
module VGA_Display_Driver (i_clk, i_pix_draw, o_active_draw, o_pix_x, o_pix_y, o_hsync, o_vsync);
	input wire i_clk;
	input wire i_pix_draw;
	output wire o_active_draw;
	output wire[10:0] o_pix_x;
	output wire[10:0] o_pix_y;
	output wire o_hsync;
	output wire o_vsync;
	parameter H_REZ         = 800;
	parameter H_SYNC_START  = 40;
	parameter H_SYNC_END    = 168;
	parameter H_SIZE        = 1056;
	localparam H_ACTIVE_START = H_SIZE-H_REZ;
	parameter V_REZ         = 600;
	parameter V_SYNC_START  = 601;
	parameter V_SYNC_END    = 605;
	parameter V_SIZE        = 628;
	parameter CNT_SIZE = 10;
	reg[CNT_SIZE:0] h_count = 0;
	reg[CNT_SIZE:0] v_count = 0;
	assign o_hsync = ((h_count >= H_SYNC_START) & (h_count < H_SYNC_END));
	assign o_vsync = ((v_count >= V_SYNC_START) & (v_count < V_SYNC_END));
	assign o_pix_x = (h_count >= H_ACTIVE_START) ? (h_count - H_ACTIVE_START) : 0;
	assign o_pix_y = (v_count < V_REZ) ? v_count : V_REZ-1;
	assign o_active_draw = ((h_count >= H_ACTIVE_START) & (v_count < V_REZ));
	always @(posedge i_clk) begin
		if (i_pix_draw) begin
			if (h_count == H_SIZE) begin
				h_count <= 0;
				v_count <= v_count + 1;
			end else begin
				h_count <= h_count + 1;
			end
			if (v_count == V_SIZE) v_count <= 0;
		end
	end
endmodule
==> design/flow/run.sh <==
#!/bin/bash
# OpenROAD 26Q1-2900-gdf79404cd8, Yosys 0.63+post, stock flow scripts
make -C /OpenROAD-flow-scripts/flow DESIGN_CONFIG=/design/flow/config.mk WORK_HOME=/design/flow/orfs finish
==> design/flow/config.mk <==
export PLATFORM = sky130hd
export DESIGN_NAME = VGA_Display_Driver
export DESIGN_NICKNAME = VGA_Display_Driver
export VERILOG_FILES = /design/flow/design.v
export SDC_FILE = /design/flow/constraint.sdc
export NUM_CORES = 4
export LEC_CHECK = 1
export CORE_UTILIZATION = 30
==> design/flow/constraint.sdc <==
current_design VGA_Display_Driver

set clk_period 3.5
set clk_io_pct 0.2

create_clock -name clk0 -period $clk_period [get_ports {i_clk}]

set non_clock_inputs [all_inputs -no_clocks]
set_input_delay [expr $clk_period * $clk_io_pct] -clock clk0 $non_clock_inputs
set_output_delay [expr $clk_period * $clk_io_pct] -clock clk0 [all_outputs]
==> results.ini <==
[detailed_routing]
firstDrtPassIters = 4
antenna_cells = 0
drc_errors = 0
drt_wl_total_um = 2910
vias = 1167
ant_nets = 0
viasPerCell = 4.76
wire_per_inst_um = 11.9
drtIter0Drc = 80

[clock_tree]
postCtsSetupRepairBufs = 0
cts-root-to-sink-buffers = 2
cts_hold_buf = 0
path_clk_slew_ns = 0.08
cts.sinks = 22
cts_made_buffers = 3
clock.latency.late_pin_ns = 0.26
cts-root-buf = clkbuf_8
cts_tree = built
htreeDepth = 1
cts_resized = 0

[job]
warnings = 30
maxCapViolCount = 0

[power]
p_leak_nw = 0.653
power.total_mw = 0.550
vdd_drop_max_mv = 0.149
p_per_area_nw_per_um2 = 294

[critical_path]
path_max_fanout = 6
worst_setup_path_start_kind = flop
crit_path_end_kind = output port
rrSetupSlack_ns = 1.07
worstPathArrival_ns = 2.58
cp.required_ns = 2.80
cp-startpoint = v_count[7]$_SDFFCE_PN0P_
critPathKind = reg2out
r2r_start = h_count[8]$_SDFFCE_PN0P_

[final_layout]
drive_gt1_share_pct = 8.99
area_delta_synth_final_pct = 25.0
final_area_um2 = 1870
layout_top_cell = clkdlybuf4s50_1
final_cell_mix = clkdlybuf4s50_1 (25), edfxtp_1 (22), nor2_1 (14)

[timing]
setup-tns-final_ns = 0
rsz0062_at_grt = no
min_period_ns = 3.28
fin_crit_sh_pct = 93.6
fin_worst_skew_ns = 0.00535
holdWs_ns = 0.648
hold_viol = 0
worst_pin_slew_ns = 0.569
fmax_mhz = 305
relSlewSlack_pct = 62.1
slew_violations = 0
setup_viol = 0

[synth]
top_area_cell = edfxtp_1
topCellsByArea = edfxtp_1 (44%), ha_1 (6.7%), xnor2_1 (5.3%)
postSynthCellCount = 150
edf_count = 22
yosysSeqAreaShare_pct = 44.1
ys_area_um2 = 1500
async_flop_share_pct = 0
numSynthFlops = 22
synth_area_um2 = 1500
synth.distinct_cells = 37
synth-main-ff-cell = edfxtp_1
ys_cells = 150
syn_avg_cell_area_um2 = 9.99
top_cell_area_share_pct = 44.1
ys_warn_count = 1

[worst_hold_path]
min_path_type = reg2reg
worstHoldStart = h_count[0]$_SDFFCE_PN0P_

[floorplanning]
chipWidth_um = 72.7
dieArea_um2 = 5280
rows = 25
ios = 27
fp_util_pct = 31.5
coreArea_um2 = 4750
die_h_um = 72.7

[status]
status = completed

[grt]
grt_overflow = 0
grt_pass1_wl_um = 5110
grtUsageTotal_pct = 12.6
grt_max_degree = 13
antenna_found_initial = 0
grt_pass1_vias = 1108

[placement]
portBuffers = 25
gp_congestion = 0.800
hpwl_um = 2110
dpl_cell_area_um2 = 1830

==> sequential cells by signal, indices dropped and copies added (netlist names) <==
name     count
h_count     11
v_count     11
==> metal layers <==
metal | vias to the layer above | part of all wire (%) | routed length, um | track usage (%)
met1 | 534 | 49 | 1420 | 19.7
met3 | 4 | 5.3 | 154 | 2.24
met5 | - | 0 | 0 | 0
met2 | 34 | 45 | 1300 | 19.6
li1 | 595 | - | - | -
met4 | 0 | 1.2 | 36 | 1.53
==> power by group <==
group | internal, mW | switching, mW
sequential | 0.303 | 0.0168
clock | 0.0782 | 0.0794
combinational | 0.0457 | 0.0269
total | 0.427 | 0.123
==> cell usage after synthesis, types with 2 or more instances <==
cell / n
nand2_1: 5
o31ai_1: 4
ha_1: 8
or2_2: 2
and2_1: 2
xnor2_1: 9
or4_1: 5
nand2b_1: 3
nor3_1: 3
nor2b_1: 7
o21a_1: 3
nand3_1: 9
inv_1: 9
nor2_1: 14
nor4_1: 2
edfxtp_1: 22
buf_4: 2
nand4_1: 6
and3_1: 2
or3_1: 3
xor2_1: 4
o21ai_0: 3
a21oi_1: 7
nor4_2: 2
clkbuf_1: 2
==> final timing paths <==
check                                   to  cells after the start
hold reg to reg   h_count[0]$_SDFFCE_PN0P_                      1
setup reg to reg  v_count[3]$_SDFFCE_PN0P_                      6
hold / removal    h_count[0]$_SDFFCE_PN0P_                      1
setup / recovery                   o_vsync                      4
==> metrics by stage <==
step / std cells / utilization, % / setup slack, ns
final: 245 / 39.4 / 0.224
after global routing: 245 / 39.4 / 0.119
after CTS: 245 / 39.4 / 0.210
after detailed placement: 241 / 38.5 / 0.505
after global placement: 241 / 38.5 / 0.535
after floorplan: 150 / - / 1.05
==> final cells by class <==
type / count / area [um^2]
Timing Repair Buffer: 30 / 288
Sequential cell: 22 / 661
Tap cell: 67 / 83.8
Multi-Input combinational cell: 113 / 763
Clock buffer: 3 / 41.3
Clock inverter: 1 / 3.75
Fill cell: 506 / 2880
Inverter: 9 / 33.8
==> worst max-delay path: stages (launching register included) <==
cell and delay, ns:
edfxtp_1 0.46, or4b_1 0.58, or4_1 0.60, nor3_2 0.20
clkdlybuf4s50_1 0.47
==> logic make-up after synthesis <==
group / after synthesis / share of synthesized area [%]
buf+inv: 15 / 5.01
other cells: 1 / 0.250
compound gates: 19 / 8.10
flops: 22 / 44.1
xor+xnor: 13 / 7.60
fa+ha+maj: 8 / 6.68
simple gates: 72 / 28.3
No activity file was given, so power comes from the tool's default toggle rates.
